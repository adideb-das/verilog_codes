File: config.mk
export PLATFORM = sky130hd
export DESIGN_NAME = eight_to_three_encoder
export DESIGN_NICKNAME = eight_to_three_encoder
export VERILOG_FILES = /design/flow/design.v
export SDC_FILE = /design/flow/constraint.sdc
export NUM_CORES = 4
export LEC_CHECK = 1
export CORE_AREA = 10 10 70 70
export DIE_AREA = 0 0 80 80
File: constraint.sdc
current_design eight_to_three_encoder

set clk_period 1.4
set clk_io_pct 0.2

create_clock -name clk0 -period $clk_period

set non_clock_inputs [all_inputs -no_clocks]
set_input_delay [expr $clk_period * $clk_io_pct] -clock clk0 $non_clock_inputs
set_output_delay [expr $clk_period * $clk_io_pct] -clock clk0 [all_outputs]
File: design.v
module eight_to_three_encoder(
input [7:0]din,
output reg[2:0]dout);
always@(din)
    case(din)
        8'b10000000:dout=3'b000;
        8'b01000000:dout=3'b001;
        8'b00100000:dout=3'b010;
        8'b00010000:dout=3'b011;
        8'b00001000:dout=3'b100;
        8'b00000100:dout=3'b101;
        8'b00000010:dout=3'b110;
        8'b00000001:dout=3'b111;
    default: dout[2:0]=3'bzzz;
    endcase
endmodule
File: run.sh
#!/bin/bash
# OpenROAD 26Q1-2900-gdf79404cd8, Yosys 0.63+post, stock flow scripts
make -C /OpenROAD-flow-scripts/flow DESIGN_CONFIG=/design/flow/config.mk WORK_HOME=/design/flow/orfs finish
==> impl_metrics.csv <==
group,metric,value,unit
run_status,status,"finished, violations left",
run_status,violations,"setup timing",
synth,synth-xor-area-share,0.117,
synth,yosys_cells,19,
synth,synthSimpleGateAreaFrac,0.650,
finish,final_cell_area,440,um2
place,dpl_cell_area,344,um2
finish,fill_cells,402,
finish,final_cell_mix,"buf_6 (6), nor4b_2 (5), buf_2 (4)",
place,globalplace.congestion,0.656,
final_timing,rsz0062_at_grt,"yes",
global_routing,overflow,0,
final_timing,max_slew_margin,0.823,
final_timing,finalClockPeriodUsage,1.04,
global_routing,antenna_found_initial,0,
detailed_routing,diodes,0,
synth,netlist_area,150,um2
finish,final_common_cell,"buf_6",
critical_path,timing_worst_setup_path_type,"input port to output pin",
place,hpwl,603,um
global_routing,first_global_vias,252,
power,power_density,226,mW/mm2
power,power_leakage,0.149,nW
floorplanning,ios,11,
final_timing,final_max_slew_viol_count,0,
finish,final-seq-area,0,um2
global_routing,gr-usage-all-layers,0.0245,
floorplanning,die_x,80,um
synth,ys_seq_frac,0,
critical_path,cp_slowest_stage_delay,0.28,ns
critical_path,crit_slowest_cell,"nor4b_4",
final_timing,max_freq,687,MHz
detailed_routing,drt_iter0_drc,2,
final_timing,setup_viol,2,
critical_path,crit_required,1.12,ns
worst_hold_path,hold_class,"input port to output pin",
floorplanning,dieArea,0.00640,mm2
worst_hold_path,worst_hold_startpoint,"din[6]",
place,dpl_worst_slack,-0.901,ns
floorplanning,rows,21,
synth,netlist.area_leader.share,0.350,
job,maxCapViolCount,0,
synth,synth.avg_cell_area,7.90,um2
detailed_routing,vias,233,
power,ir_drop,0.111,mV
floorplanning,fp_util,0.0440,
floorplanning,core_area,0.00342,mm2
global_routing,grt_max_degree,7,
synth,ys_chip_area,150,um2
finish,n_clock_buffer,0,
synth,synth_cell_type_count,11,
synth,yosys.area_share.adder,0,
power,p_total,99.7,uW
critical_path,cp-start-kind,"input port",
synth,mux_area_frac,0,
critical_path,crit_start,"din[5]",
critical_path,cp-end-kind,"output pin",
synth,compound_area_frac,0.158,
final_timing,worst_pin_slew,0.266,ns
finish,fin_util,0.129,
finish,area_delta_synth_final,193,%
finish,drive_gt1_frac,0.857,
synth,largest_area_cell,"nor4b_1",
synth,synthTopLogicFamily,"simple AND/OR/NAND/NOR gates",
finish,flop-count,0,
critical_path,cp_max_fo,5,
clocking,ctsHoldBuffers,0,
synth,syn-instance-count,19,
job,warning_count,34,
final_timing,final-hold-violation-count,0,
critical_path,arrival,1.18,ns
global_routing,grt_pass1_wl,1.26,mm
place,port_buffers,11,
final_timing,timing.hold.ws,0.885,ns
detailed_routing,wl,802,um
final_timing,setup_ws,-0.0553,ns
detailed_routing,dr.pass1.iters,2,
floorplanning,dieHeight,80,um
critical_path,path_cells,"buf_8, nor4b_4, a211oi_2, nor4b_2, buf_2",
final_timing,fin_crit,1.46,ns
detailed_routing,wl_per_cell,9.90,um
detailed_routing,drcViolationCount,0,
detailed_routing,routed_via_density,2.88,
synth,synth_warnings,2,
synth,topCellsByArea,"nor4b_1 (35%), a211oi_1 (10%), nor4b_2 (10%)",
detailed_routing,drtAntennaViolNets,0,
-- worst paths after layout --
path	depth (start not counted)	to	slack, ns
setup / recovery	5	dout[1]	-0.06
hold / removal	4	dout[2]	0.89
-- cell usage after synthesis --
library cell,n
nor4b_2,1
or4_1,1
nor4_1,1
o31a_1,1
nor2_1,3
xnor2_1,1
buf_6,1
xor2_1,1
nor4b_1,6
nor3_1,1
a211oi_1,2
-- worst max-delay path: cells and delay by family --
kind / cells / cell delay [ns]
buf+inv: 2 / 0.26
compound gates: 1 / 0.08
simple gates: 2 / 0.55
-- cell families (layout without fill, tap and decap cells) --
| family | Yosys count | count (layout) |
|---|---|---|
| AND-OR/OR-AND | 3 | 3 |
| XOR/XNOR | 2 | 2 |
| buffers and inverters | 1 | 17 |
| AND/OR/NAND/NOR | 13 | 13 |
-- layout make-up --
| class | instances | area [um2] | area share |
|---|---|---|---|
| repair buffers | 17 | 156 | 0.355 |
| multi-input cells | 18 | 226 | 0.514 |
| well taps | 46 | 57.6 | 0.131 |
-- power breakdown --
part / leakage (nW) / internal [mW] / switching [mW]
logic: 0.149 / 0.0569 / 0.0428
clock network: 0 / 0 / 0
registers: 0 / 0 / 0
-- timing repair --
action                     4_1_cts  5_1_grt
setup buffers                    1        0
pin swaps                       14        5
resized                         62        6
setup endpoints to repair        3        3
gates cloned                     0        0
-- stage by stage --
stage | setup TNS (ns) | cells
global route | -0.240 | 81
floorplan | 0 | 19
CTS | -0.0789 | 81
global placement | -2.40 | 80
finish | -0.0626 | 81
detailed placement | -2.47 | 80
-- routing by layer --
| metal | share of wire | vias up | global-route usage |
|---|---|---|---|
| met5 | 0 | - | 0 |
| met4 | 0 | 0 | 0 |
| met3 | 0.046 | 0 | 0.00341 |
| met2 | 0.36 | 10 | 0.0305 |
| met1 | 0.59 | 110 | 0.0430 |
| li1 | - | 113 | - |
No activity file was given, so power comes from the tool's default toggle rates.
